File: design.v
module keccak_next_round(in, out);
    input [7:0] in;
    output [7:0] out;
    assign out[0] = in[7];
    assign out[1] = in[0]^ in[4]^ in[5]^ in[6];
    assign out[2] = in[1]^ in[5]^ in[6]^ in[7];
    assign out[3] = in[0]^ in[2]^ in[4]^ in[5]^ in[7];
    assign out[4] = in[0]^ in[1]^ in[3]^ in[4];
    assign out[5] = in[1]^ in[2]^ in[4]^ in[5];
    assign out[6] = in[2]^ in[3]^ in[5]^ in[6];
    assign out[7] = in[3]^ in[4]^ in[6]^ in[7];
endmodule
module keccak_key_expand(in, out);
    input [7:0] in;
    output [31:0] out;
    assign out = {in[5], 15'b0, in[4], 7'b0, in[3], 3'b0, in[2], 1'b0, in[1], in[0]};
endmodule
module keccak_theta(in, out);
    input [799:0] in;
    output [799:0] out;
    wire [31:0] parity [4:0];
    genvar i;
    generate
    for (i = 0; i < 5; i = i+1)
    begin : loop1
        assign parity[i] = in[((i)*(32)) +: 32] ^ in[((i+5)*(32)) +: 32] ^ in[((i+10)*(32)) +: 32] ^ in[((i+15)*(32)) +: 32] ^ in[((i+20)*(32)) +: 32];
    end
    endgenerate
    generate
    for (i = 0; i < 25; i = i+1)
    begin : loop2
        wire [31:0] tmp = {parity[(i+1)%5][30:0], parity[(i+1)%5][31]};
        assign out[((i)*(32)) +: 32] = in[((i)*(32)) +: 32] ^ parity[(i+4)%5] ^ tmp;
    end
    endgenerate
endmodule
module keccak_rho(in, out);
    input [799:0] in;
    output [799:0] out;
    assign out = {
        in[785:768],in[799:786],
        in[743:736],in[767:744],
        in[706:704],in[735:707],
        in[701:672],in[703:702],
        in[653:640],in[671:654],
        in[631:608],in[639:632],
        in[586:576],in[607:587],
        in[560:544],in[575:561],
        in[530:512],in[543:531],
        in[502:480],in[511:503],
        in[472:448],in[479:473],
        in[422:416],in[447:423],
        in[404:384],in[415:405],
        in[373:352],in[383:374],
        in[348:320],in[351:349],
        in[299:288],in[319:300],
        in[264:256],in[287:265],
        in[249:224],in[255:250],
        in[211:192],in[223:212],
        in[187:160],in[191:188],
        in[132:128],in[159:133],
        in[99:96],in[127:100],
        in[65:64],in[95:66],
        in[62:32],in[63:63],
        in[31:0]
    };
endmodule
module keccak_pi(in, out);
    input [799:0] in;
    output [799:0] out;
    genvar x;
    genvar y;
    generate
    for (x = 0; x < 5; x = x+1)
    begin : outer
        for (y = 0; y < 5; y = y+1)
        begin : loop
            assign out[(((((0*x+1*y)%5)+5*((2*x+3*y)%5)))*(32)) +: 32] = in[(((((x)%5)+5*((y)%5)))*(32)) +: 32];
        end
    end
    endgenerate
endmodule
module keccak_chi(in, out);
    input [799:0] in;
    output [799:0] out;
    genvar i;
    generate
    for (i = 0; i < 25; i = i+1)
    begin : loop
        localparam i1 = i-(i%5)+((i+1)%5);
        localparam i2 = i-(i%5)+((i+2)%5);
        assign out[((i)*(32)) +: 32] = in[((i)*(32)) +: 32] ^ ((~in[((i1)*(32)) +: 32]) & in[((i2)*(32)) +: 32]);
    end
    endgenerate
endmodule
module keccak_iota(in, roundkey, out);
    input [799:0] in;
    input [7:0] roundkey;
    output [799:0] out;
    wire [31:0] expanded;
    keccak_key_expand re(roundkey, expanded);
    assign out = {in[799:32], in[31:0] ^ expanded};
endmodule    
module keccak_buffer(clk, statein, keyin, stateout, keyout);
    input clk;
    input [799:0] statein;
    input [7:0] keyin;
    output reg [799:0] stateout;
    output reg [7:0] keyout;
    always @(posedge clk)
    begin
        stateout <= statein;
        keyout <= keyin;
    end
endmodule
module keccak_round(clk, in, out);
    input clk;
    input [807:0] in;
    output [807:0] out;
    wire [799:0] midstate [6:0];
    wire [7:0] roundkey [2:0];
    reg [799:0] statebuf;
    reg [7:0] keybuf;
    assign midstate[0] = in[799:0];
    assign roundkey[0] = in[807:800];
    keccak_theta  theta (midstate[0], midstate[1]);
    keccak_buffer buffer(clk, midstate[1], roundkey[0], midstate[2], roundkey[1]);
    keccak_rho    rho   (midstate[2], midstate[3]);
    keccak_pi     pi    (midstate[3], midstate[4]);
    keccak_chi    chi   (midstate[4], midstate[5]);
    keccak_iota   iota  (midstate[5], roundkey[1], midstate[6]);
    keccak_next_round next(roundkey[1], roundkey[2]);
    assign out = {roundkey[2], midstate[6]};
endmodule
module keccak_padding(in, out);
    parameter WIDTH = 0;
    input [WIDTH-1:0] in;
    output [807:0] out;
    assign out = {8'h35, {799-WIDTH{1'b0}}, 1'b1, in};
endmodule
module keccak_hasher(clk, in, read, out, write);
    parameter WIDTH = 0;  
    parameter THROUGHPUT = 0;  
    localparam ROUNDS = 12;
    localparam UNROLLING = (ROUNDS-1) / THROUGHPUT + 1;
    localparam EXTRA_DELAY = 
        (THROUGHPUT == 3) ? 2 :
        (THROUGHPUT == 10) ? 3 :
        (THROUGHPUT < 12) ? 1 :
        ((THROUGHPUT % 6) == 0) ? 3 :
        ((THROUGHPUT % 6) == 3) ? 2 : 1;
    localparam LATENCY = 2*ROUNDS + ((ROUNDS-1) / UNROLLING) * EXTRA_DELAY + 1;
    input clk;
    input [WIDTH-1:0] in;
    input read;
    output reg [255:0] out;
    output write;
    reg [807:0] state[UNROLLING+EXTRA_DELAY-1:0];
    wire [807:0] next[UNROLLING+EXTRA_DELAY-1:0];
    wire [807:0] padded;
    keccak_padding #(WIDTH) padder(in, padded);
    genvar i;
    generate
    for (i = 0; i < UNROLLING; i = i+1)
    begin : loop1
        keccak_round round(clk, state[i], next[i]);
    end
    endgenerate
    generate
    for (i = 0; i < EXTRA_DELAY; i = i+1)
    begin : loop2
        assign next[i+UNROLLING] = state[i+UNROLLING];
    end
    endgenerate
    generate
    for (i = 1; i < UNROLLING+EXTRA_DELAY; i = i+1)
    begin : loop3
        always @(posedge clk)
            state[i] <= next[i-1];
    end
    endgenerate
    reg [LATENCY-1:0] progress;
    initial progress = {LATENCY{1'h0}};
    assign write = progress[LATENCY-1];
    generate
    for (i = 1; i < LATENCY; i = i+1)
    begin : loop4
        always @(posedge clk)
            progress[i] <= progress[i-1];
    end
    endgenerate
    always @(posedge clk)
    begin
        if (THROUGHPUT == 1 || read)
            state[0] <= padded;
        else
            state[0] <= next[UNROLLING+EXTRA_DELAY-1];
        progress[0] <= read;
        out <= next[(ROUNDS-1) % UNROLLING][255:0];
    end
endmodule
File: config.mk
export PLATFORM = sky130hd
export DESIGN_NAME = keccak_round
export DESIGN_NICKNAME = keccak_round
export VERILOG_FILES = /design/flow/design.v
export SDC_FILE = /design/flow/constraint.sdc
export NUM_CORES = 4
export LEC_CHECK = 1
export CORE_AREA = 10 10 739 739
export DIE_AREA = 0 0 749 749
File: run.sh
#!/bin/bash
# OpenROAD 26Q1-2900-gdf79404cd8, Yosys 0.63+post, stock flow scripts
make -C /OpenROAD-flow-scripts/flow DESIGN_CONFIG=/design/flow/config.mk WORK_HOME=/design/flow/orfs finish
File: constraint.sdc
current_design keccak_round

set clk_period 4.7
set clk_io_pct 0.2

create_clock -name clk0 -period $clk_period [get_ports {clk}]

set non_clock_inputs [all_inputs -no_clocks]
set_input_delay [expr $clk_period * $clk_io_pct] -clock clk0 $non_clock_inputs
set_output_delay [expr $clk_period * $clk_io_pct] -clock clk0 [all_outputs]
==> deck_impl_summary.md <==
Synthesis and Place & Route Summary

Routing
  – Post-route antenna net violation count: 1
  – Wire per inst: 44.5 um
  – DR vias: 38400
  – Final routed DRC violation total: 0
  – Drt initial violations: 2248
  – Detailed Routing Iterations Pass 1: 5
  – DR vias/cell: 2.97
  – Final WL: 576 mm

STA
  – Worst-Margin Slew: 1290 ps
  – Fin. max-slew vios: 0
  – Fmax: 235 MHz
  – Final setup viols: 0
  – Final Hold Fails: 0
  – Period minus WS final: 4260 ps
  – Fin Setup TNS: 0 ps
  – Worst Slack Setup Final: 443 ps
  – Slew headroom: 13.4%
  – RSZ-0062 raised after global routing: false
  – Period utilization: 90.6%

Clock tree
  – Root Driver: clkbuf_16
  – H-Tree Depth: 4
  – TritonCTS clock tree: yes
  – Deepest clock path buffer count: 4
  – Hold Buf Count CTS: 0
  – Number of buffers created by CTS: 140
  – Worst-path clk slew: 60 ps
  – Clk sinks: 808

GRT
  – Initial antenna violation count: 213
  – First-pass GRT wire length: 670 mm
  – Grt total ovfl: 0
  – GRT Total Usage: 20.5%
  – Vias in the first global route: 41300
  – Largest net degree at the start of global routing: 13

Logic synthesis
  – Yosys warning tally: 3
  – Yosys cell count: 3712
  – EDFF count, synth: 0
  – Post-synth design cell area: 56300 um2
  – Cell count after synthesis: 3712
  – Most numerous cell in the Yosys netlist: xnor2_1
  – Main synth FF type: dfxtp_1
  – Yosys top cell by area: dfxtp_1
  – Mean Syn Cell Area: 15.2 um2
  – Register area share after synthesis: 28.7%
  – Ys async rst share: 0%
  – Seq cells post-synth: 808
  – Top cells by area: dfxtp_1, xor3_1, xnor3_1
  – Area reported by Yosys stat: 56300 um2
  – Dominant cell area share: 28.7%
  – Synth unique cells: 12
  – Synth top cells by count: xnor2_1, dfxtp_1, nand2b_1

Run status
  – Status: finished, violations left
  – Failing checks: antenna violations

Setup path
  – Crit start category: flip-flop
  – WP data required: 3760 ps
  – Crit path max fanout: 3
  – Worst EP arrival: 3320 ps
  – Crit path capture type: output pin
  – Kind of critical path: reg -> out

Run
  – Max-cap check violation count: 0
  – OpenROAD warnings: 25

Pwr
  – Pleak: 37.6 nW
  – PwrDens: 923 nW/um2
  – Max VDD drop: 0.000469 V

Die
  – IO Count: 1617
  – DIE WIDTH: 749 um
  – Total die size: 561000 um2
  – Die Ht: 749 um
  – Core ar.: 529000 um2
  – Row cnt: 267
  – FP Core Util: 10.6%

Place
  – IO buf count: 1616
  – DP HPWL: 526 mm
  – Place WS: 739 ps
  – Placer congestion estimate: 0.861

Final layout
  – Sequential cell area: 16200 um2
  – Layout cell share with drive strength beyond 1: 12.3%
  – Area Overhead vs Synth: 57.1%
  – Fill cell count: 57700
  – Logic area: 40200 um2

Worst hold path
  – Hold/Removal Path Class: in -> reg
[report_power, final]
group | total, mW | switching (mW) | internal (mW) | leakage [nW]
Sequential | 20.3 | 9.62 | 10.6 | 6.82
Combinational | 50.1 | 24.6 | 25.5 | 28.5
Clock | 11.3 | 4.69 | 6.65 | 2.30
Total | 81.7 | 38.9 | 42.8 | 37.6
[flip-flops by register name, indices dropped and copies added, names as in the netlist]
signal,count
buffer.stateout,800
buffer.keyout,8
[path summary, 6_finish.rpt]
kind	startpoint	endpoint	slack, ps	cells after the start
worst max-delay path	buffer.stateout[357]$_DFF_P_	out[527]	440	3
worst min-delay path	in[806]	buffer.keyout[6]$_DFF_P_	520	1
[kinds of logic after synthesis]
| kind of cell | Yosys count | share of synthesized area (%) |
|---|---|---|
| buffers and inverters | 2 | 0.0200 |
| xor gates and xnor gates | 2102 | 62.4 |
| DFF | 808 | 28.7 |
| and+or+nand+nor | 800 | 8.88 |
[per-layer routing]
layer  routed length [um]  global-route usage [%]  vias to the layer above
met5                  472                       0                        -
met4                16000                    4.22                       74
met3                52300                    7.78                      479
met2               268000                    33.0                     2145
met1               239000                    26.3                    19200
li1                     -                       -                    16500
[through the flow]
step / power (mW) / instances / util [%] / cell area (um2) / hold slack (ps)
final: 81.7 / 12900 / 16.7 / 88500 / 519
after global placement: 73.2 / 12600 / 15.8 / 83500 / 1400
after global routing: 85.6 / 12900 / 16.7 / 88300 / 463
after floorplan: 28.9 / 3712 / - / 56300 / 968
after CTS: 85.0 / 12800 / 16.7 / 88300 / 401
after detailed placement: 72.6 / 12600 / 15.8 / 83500 / 1400
[critical path, cell delays in order (launching register included)]
cell and delay (ps):
dfxtp_1 840, nand2b_1 210, xnor2_1 120, clkdlybuf4s50_1 1230
[repair_timing]
action | 4_1_cts | 5_1_grt
endpoints found under the hold margin | 0 | 0
endpoints found under the setup margin | 1 | 0
buffers inserted | 0 | 0
gates resized | 1 | 0
[layout make-up]
cell class	instances	area share, %
multi-input cells	2902	45.5
repair buffers	1891	20.8
flip-flops and latches	808	18.3
well taps	6994	9.89
clock buffers	185	4.41
clock inverters	57	0.927
diodes	98	0.277
[layout by cell type, fill, tap and decap left out, types with 17 or more instances in the layout]
cell             count
clkbuf_16          141
clkbuf_1            23
xnor2_2             59
xnor3_2             32
xnor2_1            817
clkbuf_8            21
xor3_1             480
nand2b_1           794
xnor2_4            134
dfxtp_1            807
diode_2             98
xor2_1             132
clkinv_2            17
xnor3_1            448
buf_4              264
clkdlybuf4s50_1   1616
Power and IR drop assume default switching activity.
