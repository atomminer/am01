### flow/design.v
`timescale 1ns / 1ps
module odo_block_data(
	input         clk_h, 
	input  [31:0] data_from_host_in,
	input         get_midstate_in,
	input         get_block_in,
	input         get_target_in,
	output wire [607:0] header,
	output wire [255:0] target
);
reg [31:0] header0  = 32'h0, header1  = 32'h0, header2  = 32'h0, header3  = 32'h0,
					 header4  = 32'h0, header5  = 32'h0, header6  = 32'h0, header7  = 32'h0,
					 header8  = 32'h0, header9  = 32'h0, header10 = 32'h0, header11 = 32'h0,
					 header12 = 32'h0, header13 = 32'h0, header14 = 32'h0, header15 = 32'h0,
					 header16 = 32'h0, header17 = 32'h0, header18 = 32'h0;           
reg [31:0] target0  = 32'h0, target1  = 32'h0, target2  = 32'h0, target3  = 32'h0,
					 target4  = 32'h0, target5  = 32'h0, target6  = 32'h0, target7  = 32'h0;           
always @ (posedge clk_h)
	if (get_midstate_in |  get_block_in)
	begin
		header18 <=  data_from_host_in; 
		header17  <= header18;
		header16  <= header17; 
		header15  <= header16;
		header14  <= header15; 
		header13  <= header14;
		header12  <= header13; 
		header11  <= header12;
		header10  <= header11;
		header9  <= header10;
		header8 <= header9; 
		header7 <= header8;
		header6 <= header7; 
		header5 <= header6;
		header4 <= header5; 
		header3 <= header4;
		header2 <= header3;
		header1 <= header2;
		header0 <= header1;  
	end   
assign  header = {header18, header17, header16, header15, header14, header13, header12, header11, header10, header9, header8, 
									header7, header6, header5, header4, header3, header2, header1, header0};
always @ (posedge clk_h)
	if (get_target_in) 
	begin
		target0 <=  data_from_host_in; 
		target1  <= target0;
		target2  <= target1; 
		target3  <= target2;
		target4  <= target3; 
		target5  <= target4;
		target6  <= target5; 
		target7  <= target6;
	end   
assign  target = {target7,  target6,  target5,  target4,  target3,  target2,  target1,  target0};
endmodule
module host_break_sm(
	input clk_h,
	input host_break,
	input ticket2moon,
	input hash_cmplt,
	output reg sha_host_break = 1'b0
);
reg sha_host_break_res = 1'b0;
reg [4:0] host_break_del = 5'h0;
always @ (posedge clk_h)
	if (sha_host_break_res)
		sha_host_break <= 1'b0;	
	else if (host_break | ticket2moon | hash_cmplt)
		sha_host_break <= 1'b1;
always @ (posedge clk_h)
	if (sha_host_break_res)
		host_break_del <= 5'b0; 
	else if (sha_host_break)
	host_break_del <= host_break_del + 1'b1;
always @ (posedge clk_h)
	sha_host_break_res	<= &host_break_del ;
endmodule
module delreg_varbits_vardel
#(
		parameter data_width = 64,
							clock_cycles = 16
)
(
	input clk,
	input en,
	input [data_width-1 :0] data_in,
	output reg [data_width-1 :0] data_out = {data_width*1'b0}
);
reg [clock_cycles-1:0] shift_reg [data_width-1:0];  
integer srl_index;
initial
	for (srl_index = 0; srl_index < data_width; srl_index = srl_index + 1)
		shift_reg[srl_index] = {clock_cycles{1'b0}};
wire [data_width-1 :0] data_out_r;
genvar i;
generate
	for (i=0; i < data_width; i=i+1)
	begin: del_reg
		always @(posedge clk)
			if (en)
				shift_reg[i] <= {shift_reg[i][clock_cycles-2:0], data_in[i]};
		assign data_out_r[i] = shift_reg[i][clock_cycles-1];
	end
endgenerate
always @ (posedge clk)
	if (en)
		data_out <= data_out_r; 
endmodule
### flow/run.sh
#!/bin/bash
# OpenROAD 26Q1-2900-gdf79404cd8, Yosys 0.63+post, stock flow scripts
make -C /OpenROAD-flow-scripts/flow DESIGN_CONFIG=/design/flow/config.mk WORK_HOME=/design/flow/orfs finish
### flow/config.mk
export PLATFORM = sky130hd
export DESIGN_NAME = delreg_varbits_vardel
export DESIGN_NICKNAME = delreg_varbits_vardel
export VERILOG_FILES = /design/flow/design.v
export SDC_FILE = /design/flow/constraint.sdc
export NUM_CORES = 4
export LEC_CHECK = 1
export CORE_UTILIZATION = 40
### flow/constraint.sdc
current_design delreg_varbits_vardel

set clk_period 1.0
set clk_io_pct 0.2

create_clock -name clk0 -period $clk_period [get_ports {clk}]

set non_clock_inputs [all_inputs -no_clocks]
set_input_delay [expr $clk_period * $clk_io_pct] -clock clk0 $non_clock_inputs
set_output_delay [expr $clk_period * $clk_io_pct] -clock clk0 [all_outputs]
==> impl_metrics.env <==
# implementation run metrics
export IMPL_status="complete, but fails checks"
export IMPL_violations="setup timing"
export IMPL_rows=104
export IMPL_vdd_ir_drop_max_mv=1.47
export IMPL_cts_made_buffers=102
export IMPL_cts_tree="yes"
export IMPL_fmax_mhz=759
export IMPL_cts_max_level=3
export IMPL_wl_met1_um=13400
export IMPL_post_drt_wl_per_cell_um=12.1
export IMPL_drive_gt1_share_pct=19.0
export IMPL_hold_violations=0
export IMPL_io_pins=130
export IMPL_fin_worst_skew_ns=0.0171
export IMPL_cp_slowest_cell="edfxtp_1"
export IMPL_crit_start="data_out[50]"
export IMPL_worstRegToRegCells=0
export IMPL_crit_required_ns=0.80
export IMPL_top_cell_area_share_pct=100
export IMPL_vias=10088
export IMPL_top_cells_by_area="edfxtp_1 (100%)"
export IMPL_antenna_cells=0
export IMPL_yosys_area_mm2=0.0327
export IMPL_finalSetupViolations=64
export IMPL_rsz0062_at_grt="yes"
export IMPL_ys_warn_count=2
export IMPL_worstSetupStartpointType="flop"
export IMPL_cts_sinks=1088
export IMPL_syn_area_per_cell_um2=30.0
export IMPL_grt_pass1_wl_um=50200
export IMPL_drtIter0Drc=575
export IMPL_drc=0
export IMPL_holdPathStages=2
export IMPL_top_layer="met4"
export IMPL_gp_congestion=0.761
export IMPL_cp_max_fo=1
export IMPL_critical_path_top_delay_family="flip-flops"
export IMPL_hp_start="en"
export IMPL_worstPathCellList="buf_2"
export IMPL_min_period_over_period_pct=132
export IMPL_portBuffers=129
export IMPL_clockBufferDepth=3
export IMPL_ctsRootBufferMaster="clkbuf_16"
export IMPL_worst_slew_pin_slew_ns=0.473
export IMPL_drtAntennaViolNets=0
export IMPL_yosys_area_top_type="edfxtp_1"
export IMPL_ys_ff=1088
export IMPL_core_mm2=0.0807
export IMPL_fin_hold_ws_ns=0.0702
export IMPL_drv_cap=0
export IMPL_antenna_found_initial=0
export IMPL_clk_latency_ns=0.63
export IMPL_grt_max_degree=46
export IMPL_syn_cell_area_mm2=0.0327
export IMPL_comb_cells=0
export IMPL_synth_seq_share_pct=100
export IMPL_die_height_um=288
export IMPL_route_met3_wl_um=2160
export IMPL_syn_to_final_growth_pct=20.1
export IMPL_syn_inst=1088
export IMPL_largest_reg_flops=1024
export IMPL_final_comb_area_um2=0
export IMPL_drt_first_pass_iters=20
export IMPL_hold_path_class="in2reg"
export IMPL_setup_tns_ns=-18.62
export IMPL_path_clk_slew_ns=0.06
export IMPL_path_depth=1
export IMPL_powerDensity_mw_per_mm2=2360
export IMPL_path_buffers=1
export IMPL_timing_slew_headroom_pct=68.5
export IMPL_die_area_mm2=0.0828
export IMPL_grt_overflow=0
export IMPL_wl_met2_um=14200
export IMPL_yosysUniqueCellTypes=1
export IMPL_crit_path_end_kind="primary output"
export IMPL_fp_util_pct=40.5
export IMPL_path_class="reg2out"
export IMPL_slew_viol_final=0
export IMPL_warnings=28
export IMPL_ys_cells=1088
export IMPL_grt_pass1_vias=10276
export IMPL_fin_ws_ns=-0.317
export IMPL_hpwl_um=17300
export IMPL_cellLeakagePower_nw=13.3
export IMPL_fp_dieW_um=288
export IMPL_viasPerCell=3.98
export IMPL_critPathMaxStageDelay_ns=0.38
export IMPL_period_needed_ns=1.32
export IMPL_critical_path_arrival_ns=1.12
export IMPL_r2r_start="shift_reg[9][1]"
export IMPL_gr_usage_all_layers_pct=8.25
export IMPL_routed_wirelength_um=30700
==> metal layers <==
| metal | GRT usage [%] | up-vias |
|---|---|---|
| met1 | 13.7 | 4710 |
| met4 | 2.63 | 0 |
| met3 | 3.19 | 70 |
| li1 | - | 5083 |
| met5 | 0 | - |
| met2 | 11.5 | 225 |
==> through the flow <==
stage               cells  setup slack [ns]  cell area (um^2)  utilization, %  power, mW
global route         2533            -0.398             39200            48.6       96.4
detailed placement   2348            -0.280             36200            44.9       56.5
CTS                  2533            -0.383             39200            48.6       94.2
global placement     2348            -0.252             36200            44.9       56.4
floorplan            1088             0.411             32700               -       54.5
finish               2533            -0.317             39200            48.6       92.7
==> area by class of cell <==
class | instances | area [um^2]
flip-flops and latches | 1088 | 32700
well taps | 1060 | 1330
clock inverters | 60 | 639
repair buffers | 200 | 1900
fillers | 6284 | 41400
clock buffers | 125 | 2700
==> worst paths after layout <==
kind | to | slack, ns
worst max-delay path | data_out[50] | -0.32
worst min-delay path | shift_reg[63][1] | 0.07
worst max register to register | shift_reg[9][2] | 0.30
worst min register to register | shift_reg[41][8] | 0.40
==> power breakdown <==
group          switching [mW]  internal, mW
logic                   0.906         0.650
registers               0.581          53.2
clock network            14.8          22.5
==> Yosys cell counts, drive strengths merged <==
master	count
edfxtp	1088
==> placed cells by master (no fill, tap or decap) <==
master	synthesis	final
clkinv_1	0	21
inv_6	0	6
clkinvlp_4	0	4
buf_8	0	1
bufinv_16	0	13
clkbuf_1	0	20
clkbuf_16	0	105
buf_12	0	31
clkinv_2	0	14
buf_4	0	40
buf_2	0	64
edfxtp_1	1088	1088
clkinv_4	0	2
clkdlybuf4s50_1	0	64
==> what timing repair did <==
action,CTS,global route
setup endpoints to repair,64,64
endpoints found under the hold margin,0,0
resized,203,0
hold buffers,0,0
setup buffers,0,0
==> kinds of logic (layout without fill, tap and decap cells) <==
kind of cell	count (synthesis)	after routing	share of synthesized area, %
buffers and inverters	0	385	0
DFF	1088	1088	100
No activity file was given, so power comes from the tool's default toggle rates.
